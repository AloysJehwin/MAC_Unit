File: /design/flow/run.sh
#!/bin/bash
# OpenROAD 26Q1-2900-gdf79404cd8, Yosys 0.63+post, stock flow scripts
make -C /OpenROAD-flow-scripts/flow DESIGN_CONFIG=/design/flow/config.mk WORK_HOME=/design/flow/orfs finish
File: /design/flow/config.mk
export PLATFORM = sky130hd
export DESIGN_NAME = top
export DESIGN_NICKNAME = top
export VERILOG_FILES = /design/flow/design.v
export SDC_FILE = /design/flow/constraint.sdc
export NUM_CORES = 4
export LEC_CHECK = 1
export CORE_AREA = 10 10 98 98
export DIE_AREA = 0 0 108 108
File: /design/flow/constraint.sdc
current_design top

set clk_period 5.2
set clk_io_pct 0.2

create_clock -name clk0 -period $clk_period [get_ports {clk}]

set non_clock_inputs [all_inputs -no_clocks]
set_input_delay [expr $clk_period * $clk_io_pct] -clock clk0 $non_clock_inputs
set_output_delay [expr $clk_period * $clk_io_pct] -clock clk0 [all_outputs]
File: /design/flow/design.v
module top(a,b,clk,rst,mac_out);
input [3:0]a,b;
input clk,rst;
wire [7:0] mac_temp;
wire [3:0]ain,bin;
wire [7:0] m_out;
wire [7:0] mac_out_temp;
output [7:0]mac_out;
pipo4 p01(clk,rst,a,ain);
pipo4 p02(clk,rst,b,bin);
multiplier m01(m_out,ain,bin);
cla c01(m_out,mac_out_temp,mac_temp);
pipo9 p03(clk,rst,mac_temp,mac_out_temp);
assign mac_out=mac_out_temp;
endmodule
module pipo4(clk, reset, a, ain);
  input clk, reset;
  input [3:0] a;
  output reg [3:0] ain;
  always @(posedge clk or posedge reset) begin
    if (reset) begin
      ain <= 4'b0;
    end
    else begin
      ain <= a;
    end
  end
endmodule
module pipo9(clk,reset,a,ain);
input clk,reset;
input [7:0] a;
output reg [7:0] ain;
always @(posedge clk or posedge reset) begin
if (reset )begin
	ain<=8'b0;
end
else begin
	ain <=a;
end
end
endmodule
module multiplier(PRODUCT, A, B);
output [7:0] PRODUCT;
input [3:0] A, B;
wire [14:0] W;
wire [10:0] C;
wire [5:0] S;
and and00 ( W[0], A[0], B[1] );
and and01 ( W[1], A[0], B[2] );
and and02 ( W[2], A[0], B[3] );
and and03 ( W[3], A[1], B[0] );
and and04 ( W[4], A[1], B[1] );
and and05 ( W[5], A[1], B[2] );
and and06 ( W[6], A[1], B[3] );
and and07 ( W[7], A[2], B[0] );
and and08 ( W[8], A[2], B[1] );
and and09 ( W[9], A[2], B[2] );
and and10 ( W[10], A[2], B[3] );
and and11 ( W[11], A[3], B[0] );
and and12 ( W[12], A[3], B[1] );
and and13 ( W[13], A[3], B[2] );
and and14 ( W[14], A[3], B[3] );
and and15 ( PRODUCT[0], A[0], B[0] );
halfadder ha01 ( PRODUCT[1], C[0], W[0], W[3] );
fulladder fa01 ( S[0], C[1], W[1], W[4], C[0] );
fulladder fa02 ( S[1], C[2], W[2], W[5], C[1] );
halfadder ha02 ( S[2], C[3], W[6], C[2] );
halfadder ha03 ( PRODUCT[2], C[4], W[7], S[0] );
fulladder fa03 ( S[3], C[5], W[8], S[1], C[4] );
fulladder fa04 ( S[4], C[6], W[9], S[2], C[5] );
fulladder fa05 ( S[5], C[7], W[10], C[3], C[6] );
halfadder ha04 ( PRODUCT[3], C[8], W[11], S[3] );
fulladder fa06 ( PRODUCT[4], C[9], W[12], S[4], C[8] );
fulladder fa07 ( PRODUCT[5], C[10], W[13], S[5], C[9] );
fulladder fa08 ( PRODUCT[6], PRODUCT[7], W[14], C[7], C[10] );
endmodule
module fulladder(s,cout,a,b,cin);
input a,b,cin;
output s,cout;
assign s= a^b^cin;
assign cout = (a & b) | ( b & cin) | (cin & a);
endmodule
module halfadder(sum,carry,a,b);
output sum,carry;
input a,b;
assign sum = a^b;
assign carry = a&b;
endmodule
module cla(a, b, s);
  input [7:0] a, b;
  output [7:0] s;
  wire [7:0]c;
  FA fa0(a[0], b[0], c[0], s[0]);
  FA fa1(a[1], b[1], c[1], s[1]);
  FA fa2(a[2], b[2], c[2], s[2]);
  FA fa3(a[3], b[3], c[3], s[3]);
  FA fa4(a[4], b[4], c[4], s[4]);
  FA fa5(a[5], b[5], c[5], s[5]);
  FA fa6(a[6], b[6], c[6], s[6]);
  FA fa7(a[7], b[7], c[7], s[7]);
  cgl c0(a,b,c);
endmodule
module FA(a, b, c, s);
  input [7:0] a, b,c;
  output [7:0] s;
  assign s = a ^ b ^ c;
endmodule
module cgl(a,b,c);
input [7:0] a,b;
output [7:0] c;
wire [7:0] p,g;
assign p=a^b;
assign g=a&b;
assign c[0]=1'b0;
assign c[1]=g[0];
assign c[2]=(c[1]&p[1])|g[1];
assign c[3]=(c[2]&p[2])|g[2];
assign c[4]=(c[3]&p[3])|g[3];
assign c[5]=(c[4]&p[4])|g[4];
assign c[6]=(c[5]&p[5])|g[5];
assign c[7]=(c[6]&p[6])|g[6];
endmodule
==> flow_summary.yaml <==
# implementation run metrics
outcome:
  outcome: "finished clean"
global_route:
  grt.total_usage: 0.02837
  number_of_global_route_vias_before_repair: 533
  grt_antenna_before_repair: 0
  grt_pass1_wl_mm: 2.622
  grt_max_degree: 17
  globalRouteOverflowTotal: 0
cells_and_area:
  layout.cells.most_common: "sky130_fd_sc_hd__inv_1"
  most-common-layout-cells: "sky130_fd_sc_hd__inv_1 (25), sky130_fd_sc_hd__clkdlybuf4s50_1 (17), sky130_fd_sc_hd__dfrtp_1 (16)"
  areaGrowthSynthToFinish_pct: 37.25
  multi_input_comb_area_um2: 452.9
  fill_cells: 816
  share_of_final_layout_standard_cells_stronger_than_drive_strength_1: 0.04082
  seq_area_um2: 400.4
route:
  routed_wirelength_mm: 1.508
  drt.antenna.violating_nets: 0
  initialDrtViolationCount: 8
  initial_drt_pass_iterations: 2
  n_antenna_cell: 0
  routedWlPerCell_um: 7.540
  dr_total_vias: 522
  drc: 0
  avgViaCountPerCell: 2.610
critical_path:
  crit_type: "reg -> reg"
  crit_end: "p03.ain[7]"
  timing.critical_path.arrival_ns: 4.76
  cp_common_cell: "sky130_fd_sc_hd__fa_1"
  timing.critical_path.required_ns: 5.32
  crit-reg2reg-launch: "p01.ain[1]"
  critical_path.endpoint_type: "register"
  slowest_cell_delay_on_critical_path_ns: 0.49
  reg2reg_slack_ns: 0.56
  crit_path_start: "p01.ain[1]"
  rr_worst_depth: 14
  path_cells: "and2_1 > ha_1 > inv_1 > fa_1 > fa_1 > inv_1 > fa_1 > fa_1 > fa_1 > fa_1 > fa_1 > inv_1 > fa_1 > xnor3_1"
  critical-path-top-delay-family: "adder cells"
  worstReg2RegEnd: "p03.ain[7]"
  critical_path_peak_fanout: 4
  crit_path_top_delay_cell: "sky130_fd_sc_hd__fa_1"
  critical_path_depth: 14
  crit_buf_inv: 3
  worst_setup_sp_type: "register"
cts:
  cts_num_sinks: 16
  cts_resized: 0
  clk-insertion-delay-late_ns: 0.24
  cts.htree.levels: 1
  clkSlewWorstSetupHoldPaths_ns: 0.06
  clock_tree.root_cell: "sky130_fd_sc_hd__clkbuf_8"
  cts_setup_buffers: 0
  post_cts_hold_buffer_count: 0
  clock_tree.buffer_depth: 2
  cts_tree: "done"
  cts_bufs_inserted: 3
worst_hold_path:
  holdCritPathClass: "reg -> reg"
  whs_path_cells: 1
timing:
  finalSetupTns_ns: 0
  final_setup_violating_endpoints: 0
  maxSlewHeadroom: 0.6005
  postLayoutSetupSlackWorst_ns: 0.5576
  final-max-slew-violation-count: 0
  max_freq_mhz: 215.4
  rsz0062_at_grt: "false"
  timing_hold_violations_final: 0
  clock_skew_ns: 0.001492
  worstMarginPinSlew_ns: 0.5985
  finalCritPeriodShare: 0.8928
  period_minus_slack_ns: 4.642
synthesis:
  ys_chip_area_um2: 947.2
  post_synthesis_cell_count_from_yosys: 77
  synthDistinctLibCells: 7
  yosys.stat.seqShare: 0.4227
  ys.flops: 16
  synth.largest_area_cell: "sky130_fd_sc_hd__dfrtp_1"
  top_cells_by_area: "sky130_fd_sc_hd__dfrtp_1 (42%), sky130_fd_sc_hd__fa_1 (30%), sky130_fd_sc_hd__inv_1 (9.9%)"
  netlist_area_um2: 947.2
  syn_avg_cell_area_um2: 12.30
  syn_inst: 77
  ys.warnings.count: 34
  synth.top_cell.area_share: 0.4227
floorplanning:
  ioPinCount: 18
  placementRows: 32
  chipWidth_um: 108
  dieArea_um2: 11660
  initial_utilization: 0.1239
  placeableCoreArea_um2: 7647
  die.size.y_um: 108
power:
  ir_drop_worst_case_vdd_uv: 110.9
  leakage_power_figure_nw: 0.6129
  pwr_dens_nw_per_um2: 387.6
job:
  max_cap_violations: 0
  warning_count: 25
placed_design:
  placement_stage_worst_setup_slack_ns: 0.5344
  dp_hpwl_mm: 1.365
  gp_congestion: 0.7740
  place.port_buffers: 17
[where the power goes]
group	internal [mW]	switching, mW
Sequential	0.165	0.0202
Combinational	0.130	0.0818
Clock	0.0670	0.0405
[per-layer routing]
layer  GRT usage  vias to the layer above  routed length (um)
met5           0                        -                   0
met4    0.005725                        0                  45
met3     0.01084                        2                 108
met2     0.04267                       14                 676
met1     0.03839                      248                 678
li1            -                      258                   -
[through the flow]
stage                     total power [mW]  hold WS [ns]  std cells  utilization  cell area, um^2
after floorplan                     0.3063        0.4557         77            -            947.2
after global placement              0.4030        0.4903        196       0.1628             1245
after detailed placement            0.4112        0.5014        196       0.1628             1245
after CTS                           0.5245        0.5168        200       0.1700             1300
after global routing                0.5650        0.5480        200       0.1700             1300
final                               0.5039        0.5090        200       0.1700             1300
[flip-flops by register name, indices dropped and copies added (netlist names)]
| signal | flops |
|---|---|
| p02.ain | 4 |
| p01.ain | 4 |
| p03.ain | 8 |
[cells in the mapped netlist]
master / number
sky130_fd_sc_hd__and2_1: 11
sky130_fd_sc_hd__dfrtp_1: 16
sky130_fd_sc_hd__fa_1: 14
sky130_fd_sc_hd__ha_1: 5
sky130_fd_sc_hd__inv_1: 25
sky130_fd_sc_hd__nand2_1: 5
sky130_fd_sc_hd__xnor3_1: 1
[worst min path at each step]
stage,from,end,slack [ns]
after CTS,p03.ain[0],p03.ain[0],0.52
after global routing,p03.ain[0],p03.ain[0],0.55
final,p03.ain[0],p03.ain[0],0.51
[cells by family after synthesis]
kind of cell / Yosys count / share of synthesized area
xor gates and xnor gates: 1 / 0.02378
buffers and inverters: 25 / 0.09908
DFF: 16 / 0.4227
and+or+nand+nor: 16 / 0.09248
adders and majority gates: 19 / 0.3620
[cell type report]
| cell class | count | area share |
|---|---|---|
| Clock buffer | 4 | 0.04235 |
| Inverter | 25 | 0.07218 |
| Multi-Input combinational cell | 36 | 0.3484 |
| Sequential cell | 16 | 0.3080 |
| Tap cell | 102 | 0.09817 |
| Timing Repair Buffer | 17 | 0.1309 |
Power is estimated from default activity; no workload was simulated.
